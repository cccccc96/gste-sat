## flow/design.v

```verilog
module rbFIFO(rst,clock,dataIn,push,pop,dataOut,full,empty);
    parameter	    MSBD = 3;
    parameter	    LAST = 15;
    parameter	    MSBA = 3;
    input	    rst;
    input	    clock;
    input [MSBD:0]  dataIn;
    input	    push;
    input	    pop;
    output [MSBD:0] dataOut;
    output	    full;
    output	    empty;
    reg [MSBD:0] dataOut;
    reg [MSBD:0]    mem[0:LAST];
    reg [MSBA:0]    tail;
    reg [MSBA:0]    head;
    reg		    empty;
    integer	    i;
    initial begin
	for (i = 0; i <= LAST; i = i + 1)
	    mem[i] = 0;
	tail = 0;
	head = 0;
	empty = 1;
    end  
    always @ (posedge clock) begin
    if (rst) begin
            for (i = 0; i <= LAST; i = i + 1)
                mem[i] = 0;
            tail = 0;
            head = 0;
            empty = 1;
            full=0;
        end
	else if (push & ~full) begin
	    mem[tail] = dataIn;
	    tail = tail + 1;
	    empty = 0;
	end  
	else if (pop & ~empty) begin
	    head = head + 1;
	    if (head == tail)
		empty = 1;
	end  
	full = (head == tail) & ~empty;
	dataOut = mem[head];
    end  
endmodule  
```

## flow/constraint.sdc

```tcl
current_design rbFIFO

set clk_period 5.0
set clk_io_pct 0.2

create_clock -name clk0 -period $clk_period [get_ports {clock}]

set non_clock_inputs [all_inputs -no_clocks]
set_input_delay [expr $clk_period * $clk_io_pct] -clock clk0 $non_clock_inputs
set_output_delay [expr $clk_period * $clk_io_pct] -clock clk0 [all_outputs]
```

## flow/config.mk

```make
export PLATFORM = sky130hd
export DESIGN_NAME = rbFIFO
export DESIGN_NICKNAME = rbFIFO
export VERILOG_FILES = /design/flow/design.v
export SDC_FILE = /design/flow/constraint.sdc
export NUM_CORES = 4
export LEC_CHECK = 1
export CORE_UTILIZATION = 30
```

## flow/run.sh

```bash
#!/bin/bash
# OpenROAD 26Q1-2900-gdf79404cd8, Yosys 0.63+post, stock flow scripts
make -C /OpenROAD-flow-scripts/flow DESIGN_CONFIG=/design/flow/config.mk WORK_HOME=/design/flow/orfs finish
```

==> flow_metrics.py <==
# Auto-generated metrics
metrics = {
    "run_status": {
        "run_status": "finished, final reports clean",
    },
    "cts": {
        "cts.repair_timing.setup_buffer_count": 0,
        "root_buffer": "sky130_fd_sc_hd__clkbuf_16",
        "cts_max_level": 3,
        "clockBufferDepth": 2,
        "clk_pin_slew_ns": 0.06,
        "cts-buffers-inserted": 9,
        "cts.hold.buffers_added": 0,
        "cts.sink_count": 78,
        "ctsResizeCount": 0,
        "clock.latency.late_pin_ns": 0.34,
        "cts_tree": "yes",
    },
    "setup_path": {
        "critPathCaptureType": "register",
        "reg2reg_from": "tail[0]$_DFF_P_",
        "worstSetupStartpointType": "input port",
        "critical_path_buf_inv_count": 1,
        "reg2reg_setup_slack_ns": 1.65,
        "crit_top_cell": "sky130_fd_sc_hd__nor3_1",
        "cpMaxStageDelayCell": "sky130_fd_sc_hd__nor2b_1",
        "startpoint": "push",
        "crit_arrival_ns": 4.13,
        "crit_type": "input port to register",
        "rr_endpoint": "dataOut[3]$_DFF_P_",
        "critical_path.cell_chain": "clkdlybuf4s50_1, nor2b_1, nor3_1, a22oi_1, nor3_1, or4b_1, a221o_1, o32a_1",
        "critical-path-max-stage-delay_ns": 0.65,
        "crit_path_leading_delay_family": "simple AND/OR/NAND/NOR gates",
        "crit_required_ns": 5.23,
        "r2r_cells": 9,
        "worst-path-max-fanout": 12,
    },
    "hold_path": {
        "worst_hold_startpoint": "mem[14][0]$_DFF_P_",
        "hold_removal_path_class": "register to register",
        "hold_end": "mem[14][0]$_DFF_P_",
        "timing.hold.worst_path_depth": 2,
    },
    "finish": {
        "area_growth_syn_to_layout_pct": 13.5,
        "layout-drive-gt1-share_pct": 6.90,
        "fill_cells": 1324,
        "finish.instance_area_um2": 4470,
    },
    "routing": {
        "detailedRoute.firstPassIterationCount": 5,
        "via_per_inst": 5.25,
        "finalWirelength_mm": 10.7,
        "drc": 0,
        "drt-initial-drc-count": 256,
        "route.antenna.diode_count": 0,
        "drt-wirelength-per-cell_um": 17.2,
        "drtAntennaViolNets": 0,
        "vias": 3261,
    },
    "logic_synthesis": {
        "synth.top_cell.area_share_pct": 39.6,
        "syn_inst": 444,
        "post-synth-top-count-cell": "sky130_fd_sc_hd__nor2_1",
        "postSynth.asyncResetShare_pct": 0,
        "netlist_area_um2": 3940,
        "synth.avg_cell_area_um2": 8.87,
        "ys_top_cells_by_area": "sky130_fd_sc_hd__dfxtp_1, sky130_fd_sc_hd__mux2i_1, sky130_fd_sc_hd__nor2_1",
        "synth-warning-count": 4,
        "yosys-stat-cells": 444,
        "synth.yosys.seq_area_share_pct": 39.6,
        "ys_dominant_reg_cell": "sky130_fd_sc_hd__dfxtp_1",
        "top_area_cell": "sky130_fd_sc_hd__dfxtp_1",
        "yosysChipArea_um2": 3940,
        "synth_cell_type_count": 56,
        "post_synth_most_frequent_cells": "sky130_fd_sc_hd__nor2_1, sky130_fd_sc_hd__dfxtp_1, sky130_fd_sc_hd__mux2i_1, sky130_fd_sc_hd__nand2_1, sky130_fd_sc_hd__nor3_1",
        "edf_count": 0,
        "ys_ff": 78,
    },
    "sta": {
        "holdWs_ns": 0.496,
        "report.final.hold_viol_count": 0,
        "unrepaired_setup_endpoints_after_global_routing": "no",
        "timing.max_slew.rel_slack_pct": 44.0,
        "worst_slew_pin_slew_ns": 0.836,
        "pnr_worst_setup_slack_ns": 1.09,
        "min_period_ns": 3.91,
        "number_of_slew_limit_violations_in_the_final_report": 0,
        "setup_viol_count_final": 0,
        "fmax_ghz": 0.256,
        "timing.clock.skew_ns": 0.00606,
        "finalCritPeriodShare_pct": 78.1,
        "totalNegativeSetupSlack_ns": 0,
    },
    "global_routing": {
        "grt_pass1_wl_mm": 17.0,
        "grt_max_degree": 55,
        "grt_util_all_layers_pct": 17.0,
        "globalRouteOverflowTotal": 0,
        "vias_in_the_first_global_route": 3027,
        "grt_antenna_before_repair": 0,
    },
    "placed_design": {
        "post_dp_cell_area_um2": 4190,
        "gp_congestion": 0.930,
        "dp.final_hpwl_mm": 7.49,
        "port_buffers": 13,
        "place_worst_setup_slack_ns": 0.742,
    },
    "floorplanning": {
        "core-area_um2": 12700,
        "floorplan_utilization_pct": 31.0,
        "die_x_um": 117,
        "die_y_um": 117,
        "boundaryPins": 14,
        "fp-row-count": 41,
        "chip_area_um2": 13600,
    },
    "power": {
        "power_leakage_nw": 1.79,
        "irDropWorstVdd_v": 0.000165,
        "p_per_area_nw_per_um2": 356,
    },
    "job": {
        "warning_count": 29,
        "timing.max_cap.violations": 0,
    },
}
## worst reg2reg max path, stage by stage (launching register included)
cell                        delay (ns)
sky130_fd_sc_hd__dfxtp_1          0.48
sky130_fd_sc_hd__inv_1            0.13
sky130_fd_sc_hd__ha_1             0.30
sky130_fd_sc_hd__a211o_1          0.32
sky130_fd_sc_hd__a2111oi_2        0.57
sky130_fd_sc_hd__mux2i_1          0.30
sky130_fd_sc_hd__nor3_1           0.07
sky130_fd_sc_hd__or4b_1           0.48
sky130_fd_sc_hd__a221o_1          0.28
sky130_fd_sc_hd__o32a_1           0.33
## kinds of logic (layout without fill, tap and decap cells)
group / after synthesis / after routing / share of synthesized area, %
buffers and inverters: 39 / 44 / 3.97
flip-flops: 78 / 78 / 39.6
AND-OR/OR-AND: 75 / 75 / 14.1
XOR/XNOR: 16 / 16 / 3.56
multiplexers: 63 / 63 / 16.1
AND/OR/NAND/NOR: 167 / 167 / 20.7
adder cells (fa/ha/maj): 6 / 6 / 1.91
## worst max path at each step
stage	end	slack (ns)	cells after the start
4_1_cts	dataOut[3]$_DFF_P_	1.09	8
5_1_grt	dataOut[3]$_DFF_P_	0.81	8
6_report	dataOut[3]$_DFF_P_	1.09	8
## metal layers
| layer | part of all wire, % | routed length (um) | vias up | global-route usage (%) |
|---|---|---|---|---|
| met5 | 0 | 0 | - | 0 |
| met4 | 2.0 | 218 | 0 | 2.87 |
| met3 | 5.6 | 594 | 17 | 3.01 |
| met2 | 44 | 4690 | 94 | 26.0 |
| met1 | 49 | 5180 | 1562 | 25.9 |
| li1 | - | - | 1588 | - |
## flip-flops by register name, indices dropped and copies added, names as in the netlist
name / count
dataOut: 4
empty: 1
full: 1
head: 4
mem: 64
tail: 4
## cell type report
class,count,area (um2),area share (%)
sequential,78,1560,34.9
clock inverter,5,33.8,0.756
multi-input combinational,327,2220,49.7
inverter,11,41.3,0.924
tap,172,215,4.81
clock buffer,11,243,5.43
timing repair buffer,17,155,3.47
## cells in the final DEF (no fill, tap or decap), drive strengths merged, types with 2 or more instances in the layout
| cell | count |
|---|---|
| a2111oi | 2 |
| a211o | 2 |
| a21o | 3 |
| a21oi | 10 |
| a22oi | 4 |
| a2bb2oi | 2 |
| a32oi | 2 |
| and2 | 3 |
| buf | 5 |
| clkbuf | 11 |
| clkdlybuf4s50 | 12 |
| clkinv | 3 |
| clkinvlp | 2 |
| dfxtp | 78 |
| ha | 6 |
| inv | 11 |
| mux2 | 2 |
| mux2i | 61 |
| nand2 | 22 |
| nand2b | 3 |
| nand3 | 5 |
| nand3b | 4 |
| nand4 | 4 |
| nand4b | 2 |
| nor2 | 81 |
| nor2b | 8 |
| nor3 | 19 |
| nor4 | 3 |
| nor4b | 3 |
| o2111ai | 3 |
| o211ai | 8 |
| o21ai | 14 |
| o221ai | 3 |
| o22ai | 5 |
| o32a | 4 |
| o32ai | 7 |
| or2 | 2 |
| or3 | 3 |
| xnor2 | 11 |
| xor2 | 5 |
## through the flow
step | std cells | util, % | total power, W
after floorplan | 444 | - | 0.000910
after global placement | 605 | 33.0 | 0.000993
after detailed placement | 605 | 33.0 | 0.000995
after CTS | 621 | 35.1 | 0.00160
after global routing | 621 | 35.1 | 0.00167
final | 621 | 35.1 | 0.00159
## report_power, final
group	internal, W	total, W	switching (W)
Sequential	0.000669	0.000693	0.0000235
Clock	0.000350	0.000609	0.000259
Combinational	0.000118	0.000291	0.000173
Total	0.00114	0.00159	0.000456
No activity file was given, so power comes from the tool's default toggle rates.
